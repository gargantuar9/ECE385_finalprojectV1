===== flow/design.v =====
module  ball ( input Reset, frame_clk,
					input [7:0] keycode,
               output [9:0]  BallX, BallY, BallS );
    logic [9:0] Ball_X_Pos, Ball_X_Motion, Ball_Y_Pos, Ball_Y_Motion, Ball_Size;
    parameter [9:0] Ball_X_Center=320;   
    parameter [9:0] Ball_Y_Center=240;   
    parameter [9:0] Ball_X_Min=0;        
    parameter [9:0] Ball_X_Max=639;      
    parameter [9:0] Ball_Y_Min=0;        
    parameter [9:0] Ball_Y_Max=479;      
    parameter [9:0] Ball_X_Step=1;       
    parameter [9:0] Ball_Y_Step=1;       
    assign Ball_Size = 4;   
    always_ff @ (posedge Reset or posedge frame_clk )
    begin: Move_Ball
        if (Reset)   
        begin 
            Ball_Y_Motion <= 10'd0;  
				Ball_X_Motion <= 10'd0;  
				Ball_Y_Pos <= Ball_Y_Center;
				Ball_X_Pos <= Ball_X_Center;
        end
        else 
        begin 
				 if ( (Ball_Y_Pos + Ball_Size) >= Ball_Y_Max )   
					  Ball_Y_Motion <= (~ (Ball_Y_Step) + 1'b1);   
				 else if ( (Ball_Y_Pos - Ball_Size) <= Ball_Y_Min )   
					  Ball_Y_Motion <= Ball_Y_Step;
				  else if ( (Ball_X_Pos + Ball_Size) >= Ball_X_Max )   
					  Ball_X_Motion <= (~ (Ball_X_Step) + 1'b1);   
				 else if ( (Ball_X_Pos - Ball_Size) <= Ball_X_Min )   
					  Ball_X_Motion <= Ball_X_Step;
				 else 
				 begin
					  Ball_Y_Motion <= Ball_Y_Motion;   
				 case (keycode)
					8'h04 : begin
								Ball_X_Motion <= -1; 
								Ball_Y_Motion<= 0;
							  end
					8'h07 : begin
					        Ball_X_Motion <= 1; 
							  Ball_Y_Motion <= 0;
							  end
					8'h16 : begin
					        Ball_Y_Motion <= 1; 
							  Ball_X_Motion <= 0;
							 end
					8'h1A : begin
					        Ball_Y_Motion <= -1; 
							  Ball_X_Motion <= 0;
							 end	  
					default: ;
			   endcase
				end
				 if((Ball_Y_Motion != 0) && (Ball_X_Motion != 0))
				 begin
					Ball_Y_Motion <= 0;
				 end
				 Ball_Y_Pos <= (Ball_Y_Pos + Ball_Y_Motion);   
				 Ball_X_Pos <= (Ball_X_Pos + Ball_X_Motion);
		end  
    end
    assign BallX = Ball_X_Pos;
    assign BallY = Ball_Y_Pos;
    assign BallS = Ball_Size;
endmodule

===== flow/run.sh =====
#!/bin/bash
# OpenROAD 26Q1-2900-gdf79404cd8, Yosys 0.63+post, stock flow scripts
make -C /OpenROAD-flow-scripts/flow DESIGN_CONFIG=/design/flow/config.mk WORK_HOME=/design/flow/orfs finish

===== flow/config.mk =====
export PLATFORM = sky130hd
export DESIGN_NAME = ball
export DESIGN_NICKNAME = ball
export VERILOG_FILES = /design/flow/design.v
export SDC_FILE = /design/flow/constraint.sdc
export NUM_CORES = 4
export LEC_CHECK = 1
export CORE_UTILIZATION = 30

===== flow/constraint.sdc =====
current_design ball

set clk_period 3.0
set clk_io_pct 0.2

create_clock -name clk0 -period $clk_period [get_ports {frame_clk}]

set non_clock_inputs [all_inputs -no_clocks]
set_input_delay [expr $clk_period * $clk_io_pct] -clock clk0 $non_clock_inputs
set_output_delay [expr $clk_period * $clk_io_pct] -clock clk0 [all_outputs]

==> run notes <==
For the maximum number of pins on one net before global-route repair, the log shows 25. With the die span in x at 78.8 um, the number of clock buffers inserted by TritonCTS is 3. The min-delay analysis places its worst path in the category reg -> reg. Per the placement report, the placed cell count is 288. For this run the aggregate overflow at the end of global routing stands at 0.

After floorplanning, the die was sized to cover 6210 um2. The dominant register cell was dfrtp_1. The logs give 1 for the depth of the CTS H-tree and 24 for the number of sinks on the clock net. The number of antenna violations at the first check in global routing is 0. Subtracting the final worst setup slack from the clock period gives 2.36 ns. The die is 78.8 um tall. The tools report the number of max-slew violations in the final report as 0. The run finished with clean final reports. The logs give 6080 um for the global-route wire length before repair and 0.123 for the global-route usage over all layers.

Setup repair after global routing left no endpoint under its margin. For this run, the top clock speed supported by timing is 425 MHz. The logs give 0.343 for the register area share after synthesis and 0.316 for the fraction of the core area occupied by cells at floorplan. For the number of placed I/O pins, the log shows 40. The floorplan row count was 27; the worst-margin pin slew was 0.607 ns. The run gives 4 for the total iterations of the first detailed-routing run.

Yosys reported a register bit count of 24. Detail-routed via count per cell: 4.97. The average size of a mapped cell works out to 9.42 um2. The worst IR drop on VDD is 0.270 mV, and the max-capacitance violation count is 0.

The run gives 0.644 ns for the setup slack of the critical path after layout. The worst slack at placement was 0.624 ns; the number of fillers in the final layout was 560. For this run the detailed placement stage logged an HPWL of 2700 um. Synthesis handed over a netlist of 188 instances. The cell area that synthesis handed to floorplanning was 1770 um2.

STA classifies the critical path startpoint as a flop. Counting flops with a built-in enable in the synthesized netlist gives 0. The tools report the setup skew after layout as 0.00362 ns.

TritonCTS built the clock tree. The antenna cell count is 0, and the chip area in the Yosys report is 1770 um2. With the power per cell area at 1180 nW/um2, the remaining design rule violation count is 0. The worst setup path is captured at a flop. The area growth from synthesis to layout is 21.9%. The run gives 83 for the DRC violation total after the first TritonRoute iteration.

The clock-pin slew reported for the worst setup and hold paths after clock tree synthesis is 0.09 ns. The tools report the Yosys warning count as 1. The post-route setup TNS was 0 ns; the warning total across the stage logs was 25. Number of standard cells reported by yosys: 188.

With the tally of non-filler cells in the final layout at 292, the via count of the routed design is 1,450. The tools report the remaining max-slew budget at the tightest pin as 0.589. The tools report the final weighted congestion in routability-driven placement as 0.808. The number of buffers added for setup after CTS was 0. The portion of the clock cycle consumed by the worst path in the final layout was 0.785; the average wire per standard cell was 11.9 um. The run gives 5610 um2 for the core footprint. Top fanout value on the critical path: 11. The logs give 0.000883 uW for the leakage component of the power and 40 for the unique cell type count in the Yosys netlist. The count of final hold-check violations was 0.

The via count of the first global-routing pass is 1,292, and the critical path required time is 3.14 ns. With the detailed-route wire length at 3480 um, the count of final setup violators is 0. The number of gates resized after CTS was 0. The logs give 0 for the count of nets left with antenna violations after detail routing and 2 for the maximum number of buffers from clock root to sink. The data arrival time of the critical path is 2.50 ns. At the later pin of the worst-skew pair, clock insertion delay measures 0.26 ns.

The count of buffers added on input and output ports is 29. With the proportion of register bits with asynchronous set or reset after synthesis at 1.00, the count of hold buffers inserted by post-cts repair is 0. Fraction of layout cells with a size suffix above 1: 0.0682.

Looking at the setup timing report, the critical path kind is reg -> reg. The tools report the library cell used as clock root buffer as clkbuf_8.
==> cell families (layout without fill, tap and decap cells) <==
family | count (synthesis) | count (layout) | synth area share
adder cells (fa/ha/maj) | 20 | 20 | 0.150
XOR/XNOR | 17 | 17 | 0.0841
other | 2 | 10 | 0.00424
flip-flops | 24 | 24 | 0.343
AND-OR/OR-AND | 49 | 49 | 0.177
AND/OR/NAND/NOR | 55 | 55 | 0.176
buffers and inverters | 21 | 45 | 0.0657
==> critical path: stages (launching register included) <==
cell and delay [ns]:
dfrtp_1 0.61, ha_1 0.31, a21o_1 0.19, a211oi_1 0.33, o21ai_0 0.24, a2111oi_0 0.46, nor3b_1 0.09
==> cell type report <==
cell class              count  area, um2  share of cell area
repair buffers             30        298               0.138
flip-flops and latches     24        608               0.282
inverters                  11       41.3              0.0191
well taps                  72       90.1              0.0417
clock buffers               4       45.0              0.0209
multi-input cells         151       1080               0.499
==> layer usage <==
layer / vias to the layer above / share of wire / track usage
met5: - / 0 / 0
met4: 0 / 0.011 / 0.0164
met3: 2 / 0.045 / 0.0222
met2: 37 / 0.44 / 0.186
met1: 669 / 0.50 / 0.191
li1: 742 / - / -
==> worst paths after layout <==
kind                                  startpoint       endpoint  slack [ns]  cells past startpoint
worst max-delay path            Ball_X_Motion[8]  Ball_X_Pos[9]        0.64                      6
min in group asynchronous                  Reset  Ball_X_Pos[9]        0.68                      3
worst min register to register  Ball_Y_Motion[0]  Ball_Y_Pos[0]        0.53                      1
worst max register to register  Ball_X_Motion[8]  Ball_X_Pos[9]        0.64                      6
worst min-delay path            Ball_Y_Motion[0]  Ball_Y_Pos[0]        0.53                      1
max in group asynchronous                  Reset  Ball_Y_Pos[4]        2.03                      3
==> synth_stat cells (all sizes together) (7+ instances only) <==
master | n | share of area
o21ai | 15 | 0.042
inv | 11 | 0.023
buf | 10 | 0.042
a21oi | 7 | 0.020
dfrtp | 18 | 0.25
nand2 | 9 | 0.019
xnor2 | 10 | 0.049
xor2 | 7 | 0.035
ha | 18 | 0.13
==> stage by stage <==
| step | area (um2) | utilization | total power [uW] | hold slack [ns] |
|---|---|---|---|---|
| floorplan | 1800 | - | 1820 | 0.482 |
| global placement | 2110 | 0.377 | 2340 | 0.509 |
| detailed placement | 2110 | 0.377 | 2350 | 0.518 |
| CTS | 2160 | 0.385 | 2570 | 0.538 |
| global route | 2160 | 0.385 | 2820 | 0.557 |
| finish | 2160 | 0.385 | 2540 | 0.533 |
==> flip-flops by register name, summed over array words and instances (netlist names) <==
register       flops
Ball_Y_Pos        10
Ball_X_Motion      2
Ball_X_Pos        10
Ball_Y_Motion      2
==> where the power goes <==
group          internal [uW]  switching (uW)
logic                    867             710
registers                541             221
clock network           94.9             103
total                   1500            1030
==> cell usage in the layout, fill, tap and decap left out, types with 5 or more instances in the layout <==
cell type,n
a21o_1,5
a21oi_1,7
a31oi_1,6
clkdlybuf4s50_1,29
conb_1,10
dfrtp_1,18
dfstp_2,6
ha_1,18
inv_1,11
nand2_1,9
nand3_1,6
nor2_1,6
nor3_1,6
o21ai_0,14
xnor2_1,10
xor2_1,7
No activity file was given, so power comes from the tool's default toggle rates.
